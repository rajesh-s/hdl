--- ./design.v ---
module fifo(clk,reset,din,wr,full,dout,rd,empty,overflow);
  parameter LOGSIZE = 2;    
  parameter WIDTH = 4;      
  parameter SIZE = 1 << LOGSIZE;   
  input clk,reset,rd,wr;
  input [WIDTH-1:0] din;
  output [WIDTH-1:0] dout;
  output full,empty,overflow;
  reg [WIDTH-1:0] fifo[SIZE-1:0];    
  reg overflow;			 
  reg [LOGSIZE-1:0] wptr,rptr;   
  wire [LOGSIZE-1:0] wptr_inc = wptr + 1;
  assign empty = (wptr == rptr);
  assign full = (wptr_inc == rptr);
  assign dout = fifo[rptr];
  always @ (posedge clk) begin
    if (reset) begin
      wptr <= 0;
      rptr <= 0;
      overflow <= 0;
    end
    else if (wr) begin
      fifo[wptr] <= din;
      wptr <= wptr_inc;
      overflow <= overflow | (wptr_inc == rptr);
    end
    if (rd && (!empty || overflow)) begin
      rptr <= rptr + 1;
      overflow <= 0;
    end
  end
endmodule
--- ./run.sh ---
#!/bin/bash
# OpenROAD 26Q1-2900-gdf79404cd8, Yosys 0.63+post, stock flow scripts
make -C /OpenROAD-flow-scripts/flow DESIGN_CONFIG=/design/flow/config.mk WORK_HOME=/design/flow/orfs finish
--- ./config.mk ---
export PLATFORM = sky130hd
export DESIGN_NAME = fifo
export DESIGN_NICKNAME = fifo
export VERILOG_FILES = /design/flow/design.v
export SDC_FILE = /design/flow/constraint.sdc
export NUM_CORES = 4
export LEC_CHECK = 1
export CORE_AREA = 10 10 93 93
export DIE_AREA = 0 0 103 103
--- ./constraint.sdc ---
current_design fifo

set clk_period 3.1
set clk_io_pct 0.2

create_clock -name clk0 -period $clk_period [get_ports {clk}]

set non_clock_inputs [all_inputs -no_clocks]
set_input_delay [expr $clk_period * $clk_io_pct] -clock clk0 $non_clock_inputs
set_output_delay [expr $clk_period * $clk_io_pct] -clock clk0 [all_outputs]
==> flow_summary.yaml <==
# implementation run metrics
placement:
  gp_congestion: 0.7434
  hpwl_um: 1380
  io_buffer_count: 14
run_status:
  status: "complete, no violations"
grt:
  track_usage_pct: 3.216
  grt_overflow: 0
  antenna_found_initial: 0
  grt_pass1_wl_um: 2649
  grt_pass1_vias: 566
  grt_start_max_net_pins: 14
cts:
  holdBufCountCts: 0
  ctsResizeCount: 0
  cts_root_buf: "clkbuf_8"
  cts.htree.levels: 1
  clk_pin_slew_ns: 0.08
  cts_tree: "done"
  clock-sinks: 23
  clock_path_buffers: 2
  numCtsBuffers: 3
  clock_latency_ns: 0.26
  cts_setup_buffers: 0
timing:
  hold_violations: 0
  timing.fmax_ghz: 0.3829
  finalClockPeriodUsage_pct: 84.25
  finClkSkew_ns: 0.004644
  post-route-min-period_ns: 2.612
  slew_violations: 0
  tightest_slew_ns: 0.3558
  grt_setup_unrepaired: "no"
  hold_slack_ns: 0.6197
  setup_viol: 0
  finalSetupTns_ns: 0
  maxSlewHeadroom_pct: 76.28
yosys:
  ys_cells: 58
  synth_seq_share_pct: 64.97
  ys_warn_count: 1
  xor_share_pct: 5.203
  yosys.area_share.adder_pct: 5.076
  synthAoiAreaFrac_pct: 3.046
  syn_inst: 58
  netlist_area_sq_um: 985.9
  mux_area_share_pct: 12.18
  ys_ff: 23
  avgSynthCellArea_sq_um: 17.00
  synthTopLogicFamily: "multiplexers"
  yosys_area_sq_um: 985.9
  ys_types: 18
  simple_gate_area_share_pct: 8.756
critical_path:
  arrival_ns: 1.99
  slowest_delay_ns: 0.47
  crit_fanout: 5
  slowest_stage: "dfxtp_1"
  r2r_cells: 5
  path_class: "register to output pin"
  start_kind: "register"
  cp-end-kind: "output pin"
  worstPathRequired_ns: 2.48
  cp_cell_sequence: "inv_1, ha_1, xnor2_1, and2_2, clkdlybuf4s50_1"
  r2r_slack_ns: 1.52
final_layout:
  fillers: 725
  area_delta_synth_final_pct: 29.06
  ff_latch_area_sq_um: 640.6
  layout-drive-gt1-share_pct: 15.79
  logic_area_sq_um: 337.8
floorplan:
  core_area_sq_um: 6756
  rows: 30
  die_h_um: 103
  core_util_floorplan_pct: 14.59
  die_w_um: 103
  die-area_sq_um: 10610
  io_pins: 15
routing:
  antennaDiodeCount: 0
  vias_per_cell: 3.237
  drt-wirelength-per-cell_um: 10.56
  ant_nets: 0
  drt_iter0_drc: 30
  dr.pass1.iters: 4
  wl_um: 1648
  num_vias: 505
  drcViolationCount: 0
job:
  drv_cap: 0
  log.warning_count: 28
power_and_ir_drop:
  power_leakage_nw: 0.4342
  powerDensity_nw_per_um2: 650.3
  ir_drop_mv: 0.3590
  power.total_mw: 0.8275
min_path:
  min_delay_path_depth: 1
  hp-class: "register to register"
-- cell usage after synthesis --
| cell type | number | area share [%] |
|---|---|---|
| a31o_2 | 1 | 0.89 |
| and2_1 | 4 | 2.5 |
| and2_2 | 1 | 0.76 |
| and3b_1 | 1 | 0.89 |
| dfxtp_1 | 5 | 10 |
| edfxtp_1 | 18 | 55 |
| ha_1 | 4 | 5.1 |
| inv_1 | 2 | 0.76 |
| mux2i_1 | 3 | 3.0 |
| mux4_2 | 4 | 9.1 |
| nand2b_1 | 2 | 1.3 |
| nor2_1 | 5 | 1.9 |
| nor2b_1 | 1 | 0.63 |
| o31ai_4 | 1 | 2.2 |
| or2b_1 | 1 | 0.76 |
| xnor2_1 | 3 | 2.7 |
| xor2_1 | 1 | 0.89 |
| xor2_2 | 1 | 1.7 |
-- placed cells by master (no fill, tap or decap) --
cell             count
mux4_2               4
inv_1                2
dfxtp_1              5
nand2b_1             2
and2_1               4
nor2_1               5
xor2_2               1
ha_1                 4
o31ai_4              1
and3b_1              1
mux2i_1              3
edfxtp_1            18
xor2_1               1
or2b_1               1
a31o_2               1
clkinv_2             1
clkdlybuf4s50_1     14
nor2b_1              1
and2_2               1
xnor2_1              3
clkbuf_8             3
-- worst paths after layout --
check	start	endpoint
min	rptr[0]	register
min reg2reg	rptr[0]	register
max reg2reg	wptr[0]	overflow
max	wptr[0]	full
-- cell type report --
| cell class | count | area share [%] |
|---|---|---|
| flip-flops and latches | 23 | 50.34 |
| well taps | 80 | 7.866 |
| clock buffers | 3 | 3.245 |
| inverters | 2 | 0.5900 |
| clock inverters | 1 | 0.3933 |
| repair buffers | 14 | 11.01 |
| multi-input cells | 33 | 26.55 |
-- sequential cells by signal, summed over array words and instances (netlist names), named ones only --
signal and flops:
fifo 16, overflow 1, rptr 2, wptr 2
-- per-layer routing --
metal	up-vias	wire length, um	global-route usage (%)
met3	2	122	1.151
met5	-	0	0
met2	17	714	4.681
met4	0	9	0.4278
met1	239	802	4.638
li1	247	-	-
-- where the power goes --
part	total (mW)	leakage (nW)	switching, mW	internal (mW)
registers	0.416	0.208	0.0472	0.369
clock network	0.178	0.0255	0.0891	0.0894
logic	0.233	0.201	0.0741	0.159
total	0.827	0.434	0.210	0.617
-- worst max-delay path: cells and delay by family, from the launching register on --
family | cells | cell delay (ns)
adder cells (fa/ha/maj) | 1 | 0.34
XOR/XNOR | 1 | 0.20
buffers and inverters | 2 | 0.57
flip-flops | 1 | 0.47
AND/OR/NAND/NOR | 1 | 0.17
-- metrics by stage --
step / std cells / area [sq um] / utilization [%] / setup WS [ns]
4_1_cts: 156 / 1272 / 18.83 / 0.4607
6_report: 156 / 1272 / 18.83 / 0.4883
2_1_floorplan: 58 / 985.9 / - / 1.351
3_3_place_gp: 152 / 1226 / 18.15 / 0.8272
3_5_place_dp: 152 / 1226 / 18.15 / 0.7659
5_1_grt: 156 / 1272 / 18.83 / 0.3456
-- cells by family after synthesis --
logic type,count (synthesis)
compound gates,2
mux,7
fa+ha+maj,4
simple gates,15
flops,23
buf+inv,2
xor+xnor,5
Power is estimated from default activity; no workload was simulated.
