<file path="flow/run.sh">
#!/bin/bash
# OpenROAD 26Q1-2900-gdf79404cd8, Yosys 0.63+post, stock flow scripts
make -C /OpenROAD-flow-scripts/flow DESIGN_CONFIG=/design/flow/config.mk WORK_HOME=/design/flow/orfs finish
</file>
<file path="flow/config.mk">
export PLATFORM = sky130hd
export DESIGN_NAME = adder_8bit_task
export DESIGN_NICKNAME = adder_8bit_task
export VERILOG_FILES = /design/flow/design.v
export SDC_FILE = /design/flow/constraint.sdc
export NUM_CORES = 4
export LEC_CHECK = 1
export CORE_AREA = 10 10 70 70
export DIE_AREA = 0 0 80 80
</file>
<file path="flow/constraint.sdc">
current_design adder_8bit_task

set clk_period 7.7
set clk_io_pct 0.2

create_clock -name clk0 -period $clk_period

set non_clock_inputs [all_inputs -no_clocks]
set_input_delay [expr $clk_period * $clk_io_pct] -clock clk0 $non_clock_inputs
set_output_delay [expr $clk_period * $clk_io_pct] -clock clk0 [all_outputs]
</file>
<file path="flow/design.v">
module adder_8bit_task( input [7:0] a,b,input cin, output reg [7:0] sum, output reg carry);
always@(*)
begin 
	task_adder(a,b,cin,sum,carry);
end
task task_adder(input [7:0] a,b,input cin, output reg [7:0] sum, output reg carry);
{carry,sum}= a + b + cin;
endtask
endmodule
</file>
==> impl_metrics.json <==
{
  "drv.max_cap_violation_count": 0,
  "drt_iter0_markers": 8,
  "most_used_cells_in_the_layout_excluding_fill_and_tap_cells": "sky130_fd_sc_hd__clkdlybuf4s50_1 (26), sky130_fd_sc_hd__ha_1 (7), sky130_fd_sc_hd__a21oi_1 (5)",
  "final_layout_size_suffix_gt1_share_pct": 1.47,
  "number_of_antenna_violations_at_the_first_check_in_global_routing": 0,
  "seq_area_frac_synth_pct": 0,
  "postCtsHoldBufs": 0,
  "post-route-drc-count": 0,
  "grt_setup_unrepaired": "false",
  "most_common_library_cell_in_the_layout_ignoring_fill_and_taps": "sky130_fd_sc_hd__clkdlybuf4s50_1",
  "cts_setup_buffers": 0,
  "core_area_um2": 3420,
  "route.antenna.remaining_nets": 0,
  "nFlopsAndLatches": 0,
  "yosys-stat-area_um2": 332,
  "min_path_cells": 3,
  "critPathBufInv": 2,
  "grt_overflow_total": 0,
  "post_synth_inst_count": 42,
  "firstDrtPassIters": 2,
  "setup_viol": 0,
  "timing.setup.tns_ns": 0,
  "buffers_added_on_ports": 26,
  "syn-cell-area_um2": 332,
  "synth_stat.cells": 42,
  "die_width_um": 80,
  "timing_max_transition_violations_final": 0,
  "outcome": "finished, final reports clean",
  "placement.setup.worst_slack_ns": 2.23,
  "fmax_mhz": 183,
  "vias_in_the_first_global_route": 394,
  "crit_family": "buffers and inverters",
  "leakage_component_of_the_power_uw": 0.000258,
  "grt_start_max_net_pins": 7,
  "detail_route.wirelength_mm": 1.09,
  "worst_path_cell_chain": "clkdlybuf4s50_1 -> fa_1 -> fa_1 -> a21oi_1 -> nor2_1 -> nor2_1 -> xnor2_1 -> clkdlybuf4s50_1",
  "seqCellArea_um2": 0,
  "worst_slew_margin_rel_pct": 76.7,
  "tool_warnings": 32,
  "power.total_uw": 50.8,
  "area_growth_syn_to_layout_pct": 95.8,
  "floorplan.die.height_um": 80,
  "post_drt_wl_per_cell_um": 9.55,
  "gp_congestion": 0.805,
  "setup.worst_path.start_class": "primary input",
  "tightestPinTransition_ns": 0.341,
  "crit_path_max_fanout": 2,
  "synth_cell_types": 20,
  "design.die.area_um2": 6400,
  "hold_path_class": "primary input to output port",
  "post-route-worst-setup-slack_ns": 2.22,
  "floorplanUtilization_pct": 9.71,
  "syn_area_per_cell_um2": 7.89,
  "report.final.hold_viol_count": 0,
  "top_level_ports": 26,
  "final_period_minus_worst_setup_slack_ns": 5.48,
  "diodes": 0,
  "timing.critical_path.arrival_ns": 3.94,
  "n_clock_buffer": 0,
  "yosysWarningCount": 1,
  "path_length_in_cells_of_the_critical_path": 8,
  "grt_use_total_pct": 3.35,
  "critPathCaptureType": "output port",
  "finalCritPeriodShare_pct": 71.1,
  "power_density_nw_per_um2": 78.2,
  "final_core_utilization_pct": 19.0,
  "finalHoldWorstSlack_ns": 4.16,
  "crit_path_max_incr_delay_ns": 0.49,
  "total_half_perimeter_wirelength_after_legalization_and_detailed_placement_um": 999,
  "global_route_wire_length_before_repair_mm": 1.81,
  "ir_drop_mv": 0.0287,
  "viasPerCell": 3.45,
  "cts_repair_resized_insts": 0,
  "dr_total_vias": 393,
  "worst-setup-path-type": "primary input to output port",
  "worstPathRequired_ns": 6.16,
  "timing.critical_path.slowest_stage_cell": "sky130_fd_sc_hd__clkdlybuf4s50_1",
  "floorplan.rows": 21
}
[cells by family after synthesis]
logic type	count (synthesis)	share of synthesized area [%]
buffers and inverters	3	3.40
xor gates and xnor gates	4	10.6
muxes	1	3.02
adders and majority gates	9	38.5
AOI/OAI and AO/OA	13	27.2
and+or+nand+nor	12	17.4
[final timing paths]
kind / from / endpoint / slack [ns]
min: cin / sum[0] / 4.16
max: a[0] / sum[6] / 2.22
[worst min-delay path: cells and delay by family]
kind,cells,cell delay (ns)
adder cells (fa/ha/maj),1,0.15
buffers and inverters,2,0.93
[Yosys cell counts]
library cell,number,area [um2]
sky130_fd_sc_hd__a21o_1,2,15.0
sky130_fd_sc_hd__o21ai_0,1,5.00
sky130_fd_sc_hd__fa_1,2,40.0
sky130_fd_sc_hd__inv_2,1,3.75
sky130_fd_sc_hd__a221oi_1,1,8.76
sky130_fd_sc_hd__nor2b_1,2,12.5
sky130_fd_sc_hd__xnor2_1,2,17.5
sky130_fd_sc_hd__nand3_1,2,10.0
sky130_fd_sc_hd__nand2_1,3,11.3
sky130_fd_sc_hd__xor2_1,2,17.5
sky130_fd_sc_hd__o21bai_1,1,7.51
sky130_fd_sc_hd__mux2i_1,1,10.0
sky130_fd_sc_hd__nor2_1,2,7.51
sky130_fd_sc_hd__a2111oi_0,1,8.76
sky130_fd_sc_hd__a311o_1,2,20.0
sky130_fd_sc_hd__inv_1,2,7.51
sky130_fd_sc_hd__nor3_1,2,10.0
sky130_fd_sc_hd__a21oi_1,5,25.0
sky130_fd_sc_hd__ha_1,7,87.6
sky130_fd_sc_hd__nor4_1,1,6.26
[layout make-up]
class                           count  area, um2
Fill cell                         384       2770
Inverter                            3       11.3
Multi-Input combinational cell     39        320
Tap cell                           46       57.6
Timing Repair Buffer               26        260
[where the power goes]
group          total, uW  internal [uW]  switching (uW)
clock network          0              0               0
logic               50.8           33.6            17.2
registers              0              0               0
total               50.8           33.6            17.2
[per-stage QoR]
step | std cells | area (um2)
final | 114 | 649
after global routing | 114 | 649
after CTS | 114 | 649
after detailed placement | 114 | 649
after global placement | 114 | 649
after floorplan | 42 | 332
[layer usage]
metal | GRT usage, % | wire length [um]
met1 | 5.04 | 570
met2 | 4.65 | 369
met3 | 1.25 | 149
met4 | 0 | 0
met5 | 0 | 0
Power and IR drop assume default switching activity.
