<file path="./config.mk">
export PLATFORM = sky130hd
export DESIGN_NAME = bcd_7segbm
export DESIGN_NICKNAME = bcd_7segbm
export VERILOG_FILES = /design/flow/design.v
export SDC_FILE = /design/flow/constraint.sdc
export NUM_CORES = 4
export LEC_CHECK = 1
export CORE_AREA = 10 10 70 70
export DIE_AREA = 0 0 80 80
</file>
<file path="./constraint.sdc">
current_design bcd_7segbm

set clk_period 1.2
set clk_io_pct 0.2

create_clock -name clk0 -period $clk_period

set non_clock_inputs [all_inputs -no_clocks]
set_input_delay [expr $clk_period * $clk_io_pct] -clock clk0 $non_clock_inputs
set_output_delay [expr $clk_period * $clk_io_pct] -clock clk0 [all_outputs]
</file>
<file path="./design.v">
module bcd_7segbm(input [3:0] a,  output reg [6:0] y);
always@(a)
begin 
	if(a==4'b0000)
		y = 7'b1111110;
	else if(a==4'b0001)
		y = 7'b0110000;
	else if(a==4'b0010)
		y = 7'b1101101;
	else if(a==4'b0011)
		y = 7'b1111001;
	else if(a==4'b0100)
		y = 7'b0110011;
	else if(a==4'b0101)
		y = 7'b1011011;
	else if(a==4'b0110)
		y = 7'b1011111;
	else if(a==4'b0111)
		y = 7'b1110000;
	else if(a==4'b1000)
		y = 7'b1111111;
	else if(a==4'b1001)
		y = 7'b1111011;
	else
		y = 7'b0;
end 
endmodule
</file>
<file path="./run.sh">
#!/bin/bash
# OpenROAD 26Q1-2900-gdf79404cd8, Yosys 0.63+post, stock flow scripts
make -C /OpenROAD-flow-scripts/flow DESIGN_CONFIG=/design/flow/config.mk WORK_HOME=/design/flow/orfs finish
</file>
==> results.ini <==
[outcome]
status=complete, but fails checks
violations=setup timing

[cells_and_area]
stdcell_count=84
clkbuf_count=0
drive_gt1_frac=0.684
area_delta_synth_final_pct=183
seq_area_um2=0
fin_util=0.107
design_area_um2=365
ff_count=0

[power_and_ir_drop]
peakVddDrop_mv=0.0445
internal_power_uw=73.8
pwr-share-comb=1.000
leakage_nw=0.144
p_switching_uw=47.4
p_sw_frac=0.391
pwr-share-clk=0
powerDensity_nw_per_um2=332
pwr-share-seq=0

[grt]
antenna_found_initial=0
grt_max_degree=11
grt_usage=0.0164
grt_pass1_vias=203
globalRouteOverflowTotal=0
grt_pass1_wl_um=931

[yosys]
topCellsByArea=nor2b_1, o22ai_1, nand2_1
avgSynthCellArea_um2=5.86
ys_cells=22
synth_top_area_share=0.0971
synth_cell_types=15
yosys_area_um2=129
netlist_area_um2=129
synthTopCellsByCount=nand2_1, nor2_1, buf_2, nor2b_1, o22ai_1
ys_seq_frac=0
netlist_instances=22
synth_area_leader_cell=nor2b_1
yosys_warnings=1

[route]
antenna_left=0
drc=0
wl_per_cell_um=7.01
vias=210
vias_per_cell=2.50
drtIter0Drc=1
routed_wl_um=589
first_pass_iters=2
diodes=0

[setup_path]
cp.required_ns=0.96
critical_path_arrival_ns=1.16
cp-end-kind=output port
crit_fanout=2
critical_path_class=input pin to output port
start_kind=input pin

[placement]
pre_cts_ws_ns=-0.773
place_congestion=0.699
portBuffers=11
dp_cells=81
placed_area_um2=317
dp_hpwl_um=410

[final_timing]
timing.final.crit_share=1.16
relSlewSlack=0.887
final_hold_viol_count=0
period_minus_slack_ns=1.40
rsz0062_at_grt=yes
worst_pin_slew_ns=0.168
report.final.slew_viol_count=0
holdWs_ns=0.831
finalSetupViolCount=3
setup_slack_ns=-0.197
max_freq_ghz=0.716

[die]
placementRows=21
die_x_um=80
fp_util=0.0377
die_area_um2=6400
core-area_um2=3420
io_pins=11
die_h_um=80

[flow_run]
warning_count=34
cap_violations=0

[hold_path]
min_path_type=input pin to output port

[clocking]
cts_hold_buffers=0

layout make-up:
cell class	count	area [um^2]
fillers	399	3050
repair buffers	18	146
multi-input cells	20	161
well taps	46	57.6
worst max-delay path, stage by stage:
cell and delay, ns:
buf_8 0.10, or3b_4 0.41, a21oi_4 0.17, buf_6 0.11, nor2b_1 0.03, buf_2 0.10
kinds of logic (layout without fill, tap and decap cells):
family                 Yosys count  in the layout  synth area share
AND-OR/OR-AND                    7              7             0.379
buffers and inverters            2             18            0.0777
AND/OR/NAND/NOR                 13             13             0.544
metrics by stage:
| stage | TNS, ns | total power, mW |
|---|---|---|
| after floorplan | 0 | 0.0330 |
| after global placement | -5.05 | 0.103 |
| after detailed placement | -5.07 | 0.103 |
| after CTS | -0.338 | 0.105 |
| after global routing | -0.496 | 0.133 |
| final | -0.391 | 0.121 |
repair_timing:
action                                  4_1_cts  5_1_grt
setup buffers                                 3        0
gates resized                                46        8
pin swaps                                     6        1
endpoints found under the setup margin        7        5
power groups by stage:
stage	Clock, mW	Combinational (mW)	Sequential (mW)
finish	0	0.121	0
global route	0	0.133	0
CTS	0	0.105	0
cells in the final DEF (no fill, tap or decap), drive strengths merged:
cell,n
a21boi,1
and3,1
buf,17
dlygate4sd2,1
a21oi,1
o22ai,2
or3b,1
nand3,1
o21ai,1
nand2b,1
nor2b,2
nor2,3
a211oi,1
nor3,1
o21a,1
nand2,3
metal layers:
layer	part of all wire	vias up	GRT usage
met5	0	-	0
met4	0	0	0
met3	0.17	0	0.00909
met2	0.42	9	0.0265
met1	0.41	91	0.0198
li1	-	110	-
path summary, 6_finish.rpt:
check  cells past startpoint  startpoint  slack (ns)   end
max                        6        a[2]       -0.20  y[6]
min                        4        a[0]        0.83  y[2]
Power and IR drop assume default switching activity.
